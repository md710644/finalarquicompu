==> design.v <==
 module MemoryController
(
	input clk,
	input reset,
	input req_CPU,
	input req_EXT,
	input [65:0] read_line,
	input address_wanted_from_memory,
	input we_to_mm,  
	output [65:0] write_line,
	output we, 
	output reg gnt_CPU, 
	output reg gnt_EXT, 
	output reg release_EXT, 
	output read_mm_completed
);
	parameter SIZE = 2;
	parameter IDLE = 3'b001;
	parameter GNT_CPU = 3'b010;	
	parameter GNT_EXT	= 3'b100;
	logic [SIZE-1:0] current_state;
	logic [SIZE-1:0] next_state;
	always_comb begin
		next_state = 3'b000;
		case (current_state)
			IDLE: 
				if (req_CPU) begin
					next_state = GNT_CPU;
				end else if (req_EXT) begin
					next_state = GNT_EXT;
				end else begin
					next_state = IDLE;
				end
			GNT_CPU: 
				if (req_CPU) begin  
					next_state = GNT_CPU;
				end else if (req_EXT) begin
					next_state = GNT_EXT;
				end else begin
					next_state = IDLE;
				end
			GNT_EXT:
				if (req_EXT) begin
					next_state = GNT_EXT;
				end else if (req_CPU) begin
					next_state = GNT_CPU;
				end else if (release_EXT) begin
				   next_state = IDLE;
				end
		default: next_state = IDLE;	
		endcase
	end
	always @(posedge clk) begin : FSM_SEQ
		if (reset) begin
			current_state <= IDLE;
		end
		else begin
			current_state <= next_state;
		end
	end
	always @(posedge clk) begin
		if (reset) begin
			gnt_CPU <= 'b0;
			gnt_EXT <= 'b0;
		end
		else begin
			case (current_state)
				IDLE: begin
							gnt_CPU <= 'b0;
							gnt_EXT <= 'b0;
						end
				GNT_CPU: begin
							gnt_CPU <= 'b1;
							gnt_EXT <= 'b0;
						end
				GNT_EXT: begin
							gnt_CPU <= 'b0;
							gnt_EXT <= 'b1;				
						end
				default: begin
							gnt_CPU <= 'b0;
							gnt_EXT <= 'b0;
						end
			endcase
		end
	end
endmodule
==> run.sh <==
#!/bin/bash
# OpenROAD 26Q1-2900-gdf79404cd8, Yosys 0.63+post, stock flow scripts
make -C /OpenROAD-flow-scripts/flow DESIGN_CONFIG=/design/flow/config.mk WORK_HOME=/design/flow/orfs finish
==> config.mk <==
export PLATFORM = sky130hd
export DESIGN_NAME = MemoryController
export DESIGN_NICKNAME = MemoryController
export VERILOG_FILES = /design/flow/design.v
export SDC_FILE = /design/flow/constraint.sdc
export NUM_CORES = 4
export LEC_CHECK = 1
export CORE_AREA = 10 10 70 70
export DIE_AREA = 0 0 80 80
==> constraint.sdc <==
current_design MemoryController

set clk_period 1.3
set clk_io_pct 0.2

create_clock -name clk0 -period $clk_period [get_ports {clk}]

set non_clock_inputs [all_inputs -no_clocks]
set_input_delay [expr $clk_period * $clk_io_pct] -clock clk0 $non_clock_inputs
set_output_delay [expr $clk_period * $clk_io_pct] -clock clk0 [all_outputs]
==> results.ini <==
[global_routing]
grt_pass1_vias=382
overflow=0
grt_max_degree=4
antenna_found_initial=0
grt_usage=0.0229
grt_pass1_wl_um=1320

[setup_path]
crit_fanout=1
crit_buf_inv=1
cp_data_required_time_ns=1.04
crit_path_end_kind=output pin
crit_family=buffers and inverters
path_class=flip-flop to output pin
critPathMaxStageDelay_ns=0.45
crit_chain=clkdlybuf4s50_1
slowest_stage=clkdlybuf4s50_1
crit_arrival_ns=0.99
start_kind=flip-flop

[route]
drc_errors=0
drt_iter0_markers=6
antenna_cells=0
drt_wl_total_um=1070
antenna_left=0
wl_per_cell_um=7.96
dr.pass1.iters=2
post_drt_via_cell_ratio=2.08
num_vias=279

[clock_network]
postCtsSetupBuffers=0
cts_tree=done
post_cts_resized=0
insertion_delay_ns=0.24
cts_buffers=3
cts_buffer_depth=2
cts_num_sinks=4
cts_max_level=1
clockRootBuffer=clkbuf_4
path_clk_slew_ns=0.04
cts_hold_buf=0

[run_status]
status=finished clean

[job]
log.warning_count=93
max_cap_violations=0

[placement]
hpwlAfterDp_um=1020
gp_congestion=0.635
place.port_buffers=4
dp_cells=131

[die]
initial_core_util=0.195
die_h_um=80
die-area_um2=6400
io_pins=143
core_area_um2=3420
fp.dieW_um=80
row_count=21

[cells_and_area]
drive_above_1_share=0.0682
n_fill_cell=414
final_cells=134
syn_to_final_growth_pct=-22.0

[synthesis]
synth_area_um2=666
syn_avg_cell_area_um2=8.12
ys_seq_share=0.120
yosysWarnings=70
synthCells=82
synth_stat.cells=82
ys_area_um2=666
synth_flops=4
ys_types=9

[worst_hold_path]
hold_class=flip-flop to flip-flop

[power]
power_density_nw_per_um2=629
ir_worst_vdd_uv=181
leakagePower_uw=0.000313

[final_timing]
slew_violations=0
finalSetupTns_ns=0
fin_crit_ns=1.25
clock_skew_ns=0.00506
rsz0062_at_grt=no
finalHoldViolations=0
fmax_ghz=0.800
finalCritPeriodShare=0.961
setup_viol=0

[worst register-to-register path: stages (launching register included)]
cell and delay [ns]:
dfxtp_1 0.36, o21bai_4 0.08, nor3b_2 0.16
[kinds of logic (layout without fill, tap and decap cells)]
kind of cell	after synthesis	after routing	synth area share
AOI/OAI and AO/OA	2	2	0.0357
and+or+nand+nor	4	4	0.0432
other	1	70	0.00563
DFF	4	4	0.120
buffers and inverters	71	8	0.795
[cells in the mapped netlist, drive strengths merged]
library cell | instances | area [µm²]
o21ai | 1 | 5.00
and2b | 1 | 8.76
inv | 1 | 3.75
nor2 | 2 | 7.51
buf | 70 | 526
dfxtp | 4 | 80.1
conb | 1 | 3.75
o21bai | 1 | 18.8
nor3b | 1 | 12.5
[final timing paths]
kind | from | endpoint | slack, ns | cells after the start
min | current_state[1] | current_state[0] | 0.43 | 2
min reg2reg | current_state[1] | current_state[0] | 0.43 | 2
max | gnt_CPU | gnt_CPU | 0.05 | 1
max reg2reg | current_state[2] | current_state[1] | 0.63 | 2
[where the power goes]
group          internal [µW]  switching [µW]
Sequential               130            3.81
Combinational           17.4            18.4
Clock                    103            53.6
[through the flow]
step                      hold slack (ns)   util  area (µm²)  setup WS (ns)  total power [µW]
after global placement              0.401  0.145         497          0.185               179
after floorplan                     0.331      -         925          0.660               295
after global routing                0.442  0.152         519         0.0207               361
final                               0.427  0.152         519         0.0506               327
after CTS                           0.428  0.152         519         0.0275               341
after detailed placement            0.431  0.145         497          0.179               178
[flip-flops by register name, summed over array words and instances (netlist names)]
register / flops
gnt_CPU: 1
current_state: 3
[layer usage]
metal,GRT usage,vias to the layer above,part of all wire
li1,-,120,-
met1,0.0266,108,0.40
met2,0.0321,51,0.36
met3,0.0193,0,0.24
met4,0.00352,0,0
met5,0,-,0
[cell type report]
class	instances	area, µm²	share of cell area
flip-flops and latches	4	80.1	0.154
well taps	46	57.6	0.111
inverters	1	3.75	0.00723
clock buffers	3	22.5	0.0434
repair buffers	4	40.0	0.0771
multi-input cells	76	315	0.607
[cell usage in the layout, fill, tap and decap left out]
master,synthesis,routed
inv_1,1,1
nor3b_2,1,1
o21ai_0,1,1
and2b_2,1,1
o21bai_4,1,1
conb_1,1,70
clkbuf_4,0,3
dfxtp_1,4,4
clkdlybuf4s50_1,0,4
nor2_1,2,2
Power and IR drop assume default switching activity.
