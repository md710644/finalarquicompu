==> design/flow/design.v <==
 module Peripheral
(
	input clk,
	input iStart,
	input [15 : 0] iInstruction,
	input [23 : 0] iAddr,
	input [31 : 0] iData,
	input iError,
	input reset,
	input iTxDone,
	input iRxFlag,
	input iRetry,
	input iWait,
	input iReady,
	input [31 : 0] iMSGData,
	output reg oTransmit,
	output reg oReady,
	output reg [95 : 0] oOutputMsg, 
	output reg  [31 : 0] oData
);
	localparam SIZE = 3'd3;
	localparam IDLE = 3'b000;
	localparam START = 3'b001;	
	localparam MSG	= 3'b010;
	localparam CONFIRM = 3'b011;
	localparam RETRY = 3'b100;
	localparam RECEIVE = 3'b101;
reg [SIZE - 1 : 0] state; 
always@(posedge clk or negedge reset )
 begin
	if(reset == 1'b0)
			state <= IDLE;
	else 
	   case(state)
			IDLE:
			begin
				if(iStart == 1'b1)
					state <= START;
				else
					state <= IDLE;
			end					
			START:
				state <= MSG;	
			MSG:
			begin
				if(iTxDone == 1'b1)
					state <= CONFIRM;
				else
					state <= MSG;
			end
			CONFIRM:
				if((iRxFlag == 1'b1 && (iRetry == 1'b1 || iWait == 1'b1)))
					state <= RETRY;
				else if ((iRxFlag == 1'b1 && iReady == 1'b1))
					state <= RECEIVE;
				else
					state <= CONFIRM;
			RETRY:
					state <= START;
			RECEIVE:
				state <= IDLE;
			default:
					state <= IDLE;
			endcase
end 
always @ (state) begin
oOutputMsg = 0;
oData = 0;
oTransmit = 0;
oReady = 0;
	 case(state)
		IDLE: 
			begin
			oOutputMsg = 0;
			oData = 0;
			oTransmit = 0;
			oReady = 0;
			end
		START: 
			begin
			oOutputMsg = {8'h0F, iInstruction, iData, iAddr, 7'b0, iError, 8'hF0}; 
			oData = 0;
			oTransmit = 1;
			oReady = 0;
			end
		MSG: 
			begin
			oOutputMsg = {8'h0F, iInstruction, iData, iAddr, 7'b0, iError, 8'hF0}; 
			oTransmit = 0;
			oData = 0;
			oReady = 0;
			end	
		CONFIRM: 
			begin
			oTransmit = 0;
			oData = 0;
			oReady = 0;
			end
		RETRY: 
			begin
			oTransmit = 0;
			oData = 0;
			oReady = 0;
			end
		RECEIVE: 
			begin
			oData = iMSGData;
			oTransmit = 0;
			oReady = 1'b1;
			end
		default: 		
			begin
			oOutputMsg = 0;
			oData = 0;
			oTransmit = 0;
			oReady = 0;
			end
	endcase 
end 
endmodule
==> design/flow/run.sh <==
#!/bin/bash
# OpenROAD 26Q1-2900-gdf79404cd8, Yosys 0.63+post, stock flow scripts
make -C /OpenROAD-flow-scripts/flow DESIGN_CONFIG=/design/flow/config.mk WORK_HOME=/design/flow/orfs finish
==> design/flow/config.mk <==
export PLATFORM = sky130hd
export DESIGN_NAME = Peripheral
export DESIGN_NICKNAME = Peripheral
export VERILOG_FILES = /design/flow/design.v
export SDC_FILE = /design/flow/constraint.sdc
export NUM_CORES = 4
export LEC_CHECK = 1
export CORE_AREA = 10 10 102 102
export DIE_AREA = 0 0 112 112
==> design/flow/constraint.sdc <==
current_design Peripheral

set clk_period 2.1
set clk_io_pct 0.2

create_clock -name clk0 -period $clk_period [get_ports {clk}]

set non_clock_inputs [all_inputs -no_clocks]
set_input_delay [expr $clk_period * $clk_io_pct] -clock clk0 $non_clock_inputs
set_output_delay [expr $clk_period * $clk_io_pct] -clock clk0 [all_outputs]
==> commit_impl_results.txt <==
Store results of the implementation flow

* Die height: ~110 um
* Drt first pass iters: 4
- Net switching power of the design: approximately 79 uW
- The post-placement cell area is roughly 3400 um^2.
- Of the total synthesized cell area, the portion taken by AND, OR, NAND and NOR gates is 0.589.
- Gate Count Post-Synth: ~160
- Clock root buffer master: sky130_fd_sc_hd__clkbuf_8
* Total cells reported by yosys after synthesis: between 150 and 200
* Via count: about 1700
- The count of nets left with antenna violations once routing finished came out at 0.
- Kind of cell adding the most delay to the critical path: buffers and inverters
- The flow ran to the end, but the final reports show violations.
* Switching share of power: 0.156
- Area fraction in mux cells: 0
- Summed over all nets, the half-perimeter wirelength after detailed placement is between 6 and 7 mm.
- Share of power burned in the clock network: 0.359
* Fin. Hold Viols: 0
- In this run the worst path has a maximum fanout of 20.
- The script parses the final routing iteration and logs DRC violations as 0.
- Maximum buffer depth of the clock tree: 2
* Yosys warnings: 1
* Max IR drop VDD: ~0.0003 V
- FP Core Util: 0.139
* Global-route wire length before repair: roughly 11 mm
- Adder-cell share of the synthesized area: 0
- Unrepaired setup endpoints after global routing: true
* Chip footprint: ~13000 um^2
- The tree built by TritonCTS fans out to 6 sinks.
- Layout overhead on the synthesized area: 217%
- Critical-path top delay cell: sky130_fd_sc_hd__clkdlybuf4s50_1
* Number of storage elements in the synthesis netlist: 6
* Initial antenna violation count: 0
- Class of the most critical hold timing path: flop to flop
* Number of violations of the max-capacitance limit: 0
* Chain of cells forming the critical path: or2_4, clkbuf_16, and2_1, clkdlybuf4s50_1
- Final routed wire length divided by cell count: around 17 um
- Global-route congestion overflow total: 0
* Number of warning messages in the logs: 27
* Insertion delay at the late pin of the worst-skew pair: around 0.22 ns
* Vias in the first global route: approximately 1700
* Post-detailed-routing wire length: roughly 8.0 mm
* Required time reported for the critical path endpoint: 1.68 ns
* FF-to-FF setup slack: around 1.3 ns
- Per the synthesis report, the AND-OR/OR-AND share of the synthesized area is 0.0427.
- Biggest cell delay along the critical path: around 0.42 ns
- Of the total synthesized cell area, the portion taken by XOR and XNOR cells is 0.
- Design area: roughly 3600 um^2
- Number of max-slew violations in the final report: 0
- The power report attributes to the sequential group a share of 0.230.
- Looking at the worst setup and hold paths, the clock pins of their registers show a slew of approximately 0.04 ns.
- Mapped Area: 1140 um^2
* Minimum clock period after layout: around 2.1 ns
* Period utilization: 1.02
* Worst path setup slack after routing: -0.0479 ns
* Ratio of total power to cell area: between 100 and 150 nW/um^2
- Yosys Chip Area: around 1100 um^2
- The flow reports an fmax of between 400 and 500 MHz.
- 243 I/O pins were placed.
* Startpoint type of the worst setup path: flop
* Cell Int Power: approximately 430 uW
* Htree depth: 1
* Cts bufs inserted: 3
* Cell Type Count: 15
- CTS tree: built
- Largest net degree at the start of global routing: 41
- Per the final layout report, the fraction of cells sized above drive strength 1 comes to 0.0718.
- For this block, wires on met1 add up to 3.22 mm.
* Flip-flop count of the largest register, all copies and words added: 6
* Port Buffers: roughly 230
* Leakage Power: about 2.3 nW
- Wire segments on met3 add up to roughly 630 um in the final route.
- Total global-route track usage: 0.109
* Register with the most flip-flops: state
- Routability cong.: between 0.8 and 0.9
* Worst endpoint data arrival time: ~1.7 ns
- In the final run the clock tree shows a worst skew of ~0.0046 ns.
- The registers reported with the highest flop counts are state (6).
- Signal nets in the final route climb as high as met4.
* Die X-Extent: ~110 um
- WS Path Type: flop to output port
- The worst setup path is captured at an output port.
* Final setup violation count: 10
- Routed vias/inst: 3.57
- The total area inside the core boundary comes to 8220 um^2.
- Worst setup slack after placement: 0.145 ns
- Relative contribution of combinational cells to total power: 0.412
- Per the log, the first TritonRoute iteration ended with a DRC count of a little under 70.
- Summed over all nets, wire length on met2 after detailed routing comes to roughly 4 mm.
- The script reports the combined buffer and inverter count of the critical path as 2.
- Diodes inserted: 0
- Synthesized area per cell: between 7 and 8 um^2
- Share of the yosys chip area belonging to registers: 0.132
- The initialized floorplan defines 33 standard-cell rows.
- Top logic family: simple AND/OR/NAND/NOR gates
* Violated checks: setup timing
- Summing internal, switching and leakage power gives around 510 uW.
## cell usage in the layout, fill, tap and decap left out, drive strengths merged, types with 2 or more instances in the layout
master / count
and2: 105
dlymetal6s2s: 41
dlygate4sd2: 22
buf: 7
clkbuf: 5
a21o: 3
conb: 15
inv: 2
clkdlybuf4s50: 164
dfrtp: 5
## cell usage after synthesis, drive strengths merged
cell | n | area share
dfrtp | 5 | 0.11
dfstp | 1 | 0.023
a22o | 1 | 0.0077
o211a | 1 | 0.0088
nor3 | 1 | 0.0044
clkbuf | 4 | 0.013
a21o | 3 | 0.020
conb | 1 | 0.0033
or2 | 1 | 0.0055
o31ai | 1 | 0.0066
and2 | 105 | 0.57
buf | 29 | 0.21
nand3 | 1 | 0.0044
inv | 2 | 0.0066
## per-layer routing
layer / up-vias / track usage
met5: - / 0
met3: 2 / 0.0347
li1: 872 / -
met1: 734 / 0.125
met4: 0 / 0.00761
met2: 109 / 0.201
## per-stage QoR
step,hold slack (ns),instances,util,setup TNS [ns]
after detailed placement,0.426,471,0.410,0
after CTS,0.431,478,0.420,-0.485
after floorplan,0.124,170,-,0
final,0.423,481,0.442,-0.281
after global routing,0.437,481,0.442,-1.42
after global placement,0.421,471,0.410,0
## cells by family after synthesis
kind of cell	after synthesis
other	1
and+or+nand+nor	108
DFF	6
AOI/OAI and AO/OA	6
buffers and inverters	35
## power by group through the flow
stage	registers (mW)	clock network [mW]	logic, mW
4_1_cts	0.116	0.186	0.208
6_report	0.116	0.182	0.208
5_1_grt	0.116	0.194	0.224
## worst paths after layout
path,cells past startpoint,end,from
hold / removal,1,state[3],state[1]
max in group asynchronous,1,state[0],reset
hold reg to reg,1,state[3],state[1]
setup / recovery,4,oOutputMsg[87],state[2]
min in group asynchronous,1,state[2],reset
setup reg to reg,2,state[0],state[4]
## cell type report
class | count | area [um^2]
tap | 105 | 131
fill | 783 | 4590
clock buffer | 4 | 45.0
inverter | 2 | 7.51
multi-input combinational | 129 | 816
sequential | 6 | 151
timing repair buffer | 235 | 2480
## what timing repair did
item | 4_1_cts | 5_1_grt
cloned | 2 | 1
pin swaps | 1 | 2
buffers inserted | 1 | 2
hold buffers | 0 | 0
setup endpoints to repair | 73 | 51
resized | 26 | 54
Power figures rest on the tool's default switching activity, not on a simulated workload.
